==> design/flow/design.v <==
module vga_out(
	 input clk_fpga,
    input rst_n,
	 output vga_clk_p,
    output vga_clk_n,
    output vga_h_out,
    output vga_v_out,
    output [11:0] vga_data,
	output reg [11:0] x,
	output reg [11:0] y,
    input [5:0] rgb_data
    );
wire rst1=!rst_n;
	assign vga_clk_p = clk_fpga;
	assign vga_clk_n = ~clk_fpga;
reg vga_hs;
reg vga_vs;			
parameter h_front=16;
parameter h_syn=80;
parameter h_back=160;
parameter h_act=800;
parameter v_front=1;
parameter v_syn=3;
parameter v_back=21;
parameter v_act=600;
reg [5:0] rgb_data0;
always@(posedge clk_fpga or negedge rst_n)
if(!rst_n) rgb_data0<=6'h0;
else rgb_data0<=rgb_data;
reg [11:0] h_count;
reg h_action;
always@(posedge clk_fpga or negedge rst_n)
if(!rst_n)
	begin
	h_count<=12'b0;
	vga_hs<=1'b1;
	h_action<=1'b0;
	end
else
	begin
	if(h_count<=h_front+h_syn+h_back+h_act-2)
		h_count<=h_count+1'b1;
	else
		begin
		h_count<=12'b0;
		h_action<=1'b0;
		end
	if(h_count==h_front-1)
		vga_hs<=1'b0;
	else if(h_count==h_front+h_syn-1)
		vga_hs<=1'b1;
	if(h_count==h_front+h_syn+h_back-1)
		h_action<=1'b1;		
	end
reg [9:0] v_count;
reg v_action;
always@(posedge vga_hs or negedge rst_n)
if(!rst_n)
	begin
	v_count<=10'b0;
	vga_vs<=1'b1;
	v_action<=1'b0;
	end
else
	begin
	if(v_count<=v_front+v_syn+v_back+v_act-2)
		v_count<=v_count+1'b1;
	else
		begin
		v_count<=10'b0;
		v_action<=1'b0;
		end
	if(v_count==v_front-1)
		vga_vs<=1'b0;
	else if(v_count==v_front+v_syn-1)
		vga_vs<=1'b1;
	if(v_count==v_front+v_syn+v_back-1)
		v_action<=1'b1;
	end
always@(h_count or v_count)
begin
	if(h_count >= h_front+h_syn+h_back-1)
		x = h_count - (h_front+h_syn+h_back-1);
	else
		x = 0;
	if(v_count>=v_front+v_syn+v_back-1)
		y = v_count - (v_front+v_syn+v_back-1);
	else
		y = 0;
end
assign vga_h_out=vga_hs;
assign vga_v_out=vga_vs;
wire vga_de_out;
assign vga_de_out=h_action&v_action;
wire [11:0] rgb_data1;
assign rgb_data1=(clk_fpga==1'b1)?{rgb_data0[5:4],rgb_data0[5:4],rgb_data0[3:2],rgb_data0[3:2],rgb_data0[1:0],rgb_data0[1:0]}:12'd0;
reg [31:0]count_w,count_r;
always@(posedge clk_fpga or negedge rst_n)begin
  if(!rst_n)begin
    count_r <= 31'b0;
  end
  else begin
    count_r <= count_w;
  end
end
assign vga_data=vga_de_out?(rgb_data1):12'h0;
endmodule
==> design/flow/run.sh <==
#!/bin/bash
# OpenROAD 26Q1-2900-gdf79404cd8, Yosys 0.63+post, stock flow scripts
make -C /OpenROAD-flow-scripts/flow DESIGN_CONFIG=/design/flow/config.mk WORK_HOME=/design/flow/orfs finish
==> design/flow/config.mk <==
export PLATFORM = sky130hd
export DESIGN_NAME = vga_out
export DESIGN_NICKNAME = vga_out
export VERILOG_FILES = /design/flow/design.v
export SDC_FILE = /design/flow/constraint.sdc
export NUM_CORES = 4
export LEC_CHECK = 1
export CORE_AREA = 10 10 105 105
export DIE_AREA = 0 0 115 115
==> design/flow/constraint.sdc <==
current_design vga_out

set clk_period 2.7
set clk_io_pct 0.2

create_clock -name clk0 -period $clk_period [get_ports {clk_fpga}]

set non_clock_inputs [all_inputs -no_clocks]
set_input_delay [expr $clk_period * $clk_io_pct] -clock clk0 $non_clock_inputs
set_output_delay [expr $clk_period * $clk_io_pct] -clock clk0 [all_outputs]
==> results.tsv <==
metric	value	unit
Synth Register Bits	32	
hpwl dp	3119	um
Data arrival, critical path	2.10	ns
CP Capture Type	output port	
Ys Warns	1	
vias in the first global route	1584	
grt met1 use	8.336	%
Worst Hold Class	in2async	
site row count	34	
Pre-antenna DRT Iters	4	
CTS tree	built	
Yosys top cell by instances	nor2_1	
synthesized chip area reported by yosys	1824	um^2
register pins left without a clock	12	
vias per cell	4.243	
busiest layer in global routing	met2	
Slew @ Worst Pin	0.5762	ns
Buf+Inv Stages, Crit Path	4	
yosys stat cell total	194	
DR WL/cell	12.22	um
worst rel slew slack	61.50	%
largest cells by area after synthesis	dfrtp_1, nor2_1, xor2_1	
max-cap viol count	0	
RSZ-0062 raised after global routing	false	
Post-Syn Instances	194	
GRT Residual Overflow	0	
# placed instances	336	
final setup vio count	0	
Async SR Flop Fraction	100.0	%
ANT cells	0	
Overall Power	971.8	uW
Post-synth EDFFs	0	
DR vias	1485	
CP max stage delay	0.24	ns
Setup CP Type	clk2out	
final core utilization	29.23	%
final slew viol count	0	
post-route setup slack	0.06403	ns
met2 usage	8.596	%
IO Count	48	
CP top delay family	buffers and inverters	
GR Layer Usage met3	2.637	%
Top cell area share	41.15	%
post-route ant nets	0	
fin cells	350	
Placer Congestion	0.7920	
maximum VDD drop	0.3037	mV
Gate Area	963.4	um^2
ys flop type	dfrtp_1	
Fill cells	902	
PD cells	379.4	nW/um^2
Unique masters post-synth	39	
DIE HEIGHT	115	um
fraction of layout cells with a size suffix above 1	15.70	%
Clk Latency, worst-skew pair	0.37	ns
FP Util	20.82	%
DIE WIDTH	115	um
synthesis-to-finish area growth	40.40	%
FF/Latch Area	803.3	um^2
Initial DRC Count	75	
sequential area share after synthesis	44.03	%
final hold viol count	0	
status	finished, final reports clean	
cell taking the most area after synthesis	dfrtp_1	
largest net degree at the start of global routing	33	
WP data required	2.16	ns
static leakage	0.001133	uW
first-pass GRT wire length	7120	um
crit-path cells	clkbuf_8, clkbuf_16, inv_4, nor3_4, and2_1, dlygate4sd2_1	
pre-CTS WS	0.08276	ns
syn_area_per_cell	9.403	um^2
Die ar.	13230	um^2
initial antenna violation count	0	
Setup TNS	0	ns
Crit-path slowest cell	dlygate4sd2_1	
post-synthesis cell area	1824	um^2
Hold Buf Count CTS	0	
clk_skew	0.09869	ns
CP Max Fanout	6	
Core Footprint	8763	um^2
Startpoint Class	clock port	
top post-synthesis cells by count	nor2_1, dfrtp_1, xor2_1, buf_4, nand2_1	
CTS clock-pin slew for the worst setup and hold paths	0.03	ns
detailed-route DRC error count	0	
Routed WL	4278	um
Global Route Usage Sum	6.376	%
OpenROAD warnings	28	
endpoints left unconstrained	25	
Port Buf Inserts	47	
==> timing repair <==
item	in CTS	in global routing
setup endpoints to repair	24	10
cloned	0	1
buffers inserted	3	3
pin swaps	6	3
resized	26	8
==> kinds of logic (layout without fill, tap and decap cells) <==
group           after synthesis  after routing  synth area share, %
mux                           1              1               0.6172
xor+xnor                     20             20                9.602
flops                        32             32                44.03
buf+inv                      25             72                7.819
fa+ha+maj                     5              5                3.429
simple gates                 94             95                28.05
other cells                   1              1               0.2056
compound gates               16             16                6.241
==> layout by cell type (no fill, tap or decap), types with 5 or more instances in the layout <==
cell type / netlist / routed
dlygate4sd2_1: 0 / 13
buf_4: 10 / 12
xor2_1: 11 / 11
inv_1: 6 / 6
nor2_1: 38 / 38
clkdlybuf4s50_1: 0 / 33
xnor2_1: 9 / 9
and2_4: 0 / 5
ha_1: 5 / 5
dfrtp_1: 30 / 30
nand3_1: 6 / 6
nor2b_1: 8 / 7
nand2_1: 10 / 10
==> where the power goes <==
part	internal (uW)	switching, uW
combinational	91.5	74.4
sequential	326	17.4
clock	300	162
==> per-layer routing <==
layer | vias up | share of wire, %
li1 | 730 | -
met1 | 703 | 45
met2 | 47 | 44
met3 | 5 | 9.0
met4 | 0 | 1.5
met5 | - | 0
==> stage by stage <==
stage / hold WS [ns] / cell area [um^2]
6_report: 0.5469 / 2561
5_1_grt: 0.5609 / 2561
4_1_cts: 0.5588 / 2490
3_5_place_dp: 0.5427 / 2355
3_3_place_gp: 0.5301 / 2355
2_1_floorplan: 0.2444 / 1824
==> path summary, 6_finish.rpt <==
path / end / slack (ns) / cells after the start / from
worst max register to register: h_count[3]$_DFF_PN0_ / 0.73 / 7 / h_count[0]$_DFF_PN0_
worst min register to register: h_action$_DFFE_PN0P_ / 0.57 / 2 / h_action$_DFFE_PN0P_
worst min-delay path: rgb_data0[4]$_DFF_PN0_ / 0.55 / 2 / rst_n
max in group asynchronous: vga_hs$_DFFE_PN1P_ / 1.68 / 2 / rst_n
worst max-delay path: vga_data[10] / 0.06 / 6 / clk_fpga
min in group clk0: rgb_data0[5]$_DFF_PN0_ / 0.57 / 1 / rgb_data[5]
==> layout make-up <==
type,instances,area share (%)
clock buffers,23,8.989
clock inverters,2,0.3908
inverters,5,0.7328
multi-input cells,138,37.62
flip-flops and latches,32,31.36
well taps,108,5.276
repair buffers,42,15.63
==> flip-flops by register name (all words and copies together), names as in the netlist <==
signal / count
h_action: 1
h_count: 12
rgb_data0: 6
v_action: 1
v_count: 10
vga_hs: 1
vga_vs: 1
No activity file was given, so power comes from the tool's default toggle rates.
